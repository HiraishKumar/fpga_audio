<file path="design/flow/design.v">
`timescale 1ns / 1ps
module audio_clkgen(
    input mclk,
    output bclk,             
    output wclk,             
    output [7:0] cnt256_n
);
    reg [7:0] r_cnt256_n = 8'd0;
    assign cnt256_n = r_cnt256_n;
    assign bclk     = ~r_cnt256_n[1];
    assign wclk     = r_cnt256_n[7];
    always @(posedge mclk)begin              
        r_cnt256_n <= r_cnt256_n - 8'd1;     
    end
endmodule
`timescale 1ns / 1ps
module audio_processing(
	input clk,
	input [7:0] cnt256_n,
	input signed [15:0] ch1_in,
	input signed [15:0] ch2_in,
	output reg signed [15:0] ch1_out,
	output reg signed [15:0] ch2_out
);
parameter ST_IDLE = 0;
parameter ST_CLIP_L = 1;
parameter ST_CLIP_R = 2;
reg [3:0]  state;
reg signed [15:0] ch1_buf;
reg signed [15:0] ch2_buf;
always @(posedge clk)begin
    if(cnt256_n == 8'd0)begin
        state <= ST_CLIP_L;
    end
end
always @(posedge clk)begin
	if(cnt256_n == 8'd1)begin
		ch1_out <= ch1_buf;
		ch2_out <= ch2_buf;
	end
end
always @(posedge clk)begin
	case(state)
		ST_IDLE : begin
		end
		ST_CLIP_L : begin
			if(ch1_in > $signed(16'h1FFF))begin
				ch1_buf <= 16'h1FFF;
			end
			else if(ch1_in < $signed(16'hE000))begin
				ch1_buf <= 16'hE000;
			end
			else begin
				ch1_buf <= ch1_in;
			end
			state <= ST_CLIP_R;
		end
		ST_CLIP_R : begin
			if(ch2_in > $signed(16'h1FFF))begin
				ch2_buf <= 16'h1FFF;
			end
			else if(ch2_in < $signed(16'hE000))begin
				ch2_buf <= 16'hE000;
			end
			else begin
				ch2_buf <= ch2_in;
			end
			state <= ST_IDLE;
		end
	endcase
end
endmodule
`timescale 1ns / 1ps
module tdm_input(
    input mclk,
    input [7:0] cnt256_n,
    input tdm_in,  
    output reg [15:0] ch1_out,
    output reg [15:0] ch2_out
);
    reg [63:0] data_reg;
    always @(posedge mclk)begin
        if(cnt256_n == 8'd0)begin                
            ch1_out <= data_reg[63:48];
            ch2_out <= data_reg[31:16];
        end
        else if(cnt256_n[1:0] == 2'd2)begin      
            data_reg <= {data_reg[62:0], tdm_in};    
        end
        else begin
        end
    end
endmodule
`timescale 1ns / 1ps
module tdm_output(
	input mclk,
	input [7:0] cnt256_n,
	input [15:0] ch1_in,
	input [15:0] ch2_in,
	output tdm_out
);
	reg [63:0] tdmo_buf;
	assign tdm_out = tdmo_buf[63];
	always @(posedge mclk)begin
		if(cnt256_n == 8'd0)begin
			tdmo_buf <= {ch1_in, 16'd0, ch2_in, 16'd0};
		end
		else if(cnt256_n[1:0] == 2'd0)begin
			tdmo_buf <= {tdmo_buf[62:0], 1'd0};
		end
		else begin
		end
	end
endmodule
`timescale 1ns / 1ps
module top(
	input mclk_in,
	input tdm_in,
	output bclk,
	output wclk,
	output tdm_out
    );
	wire [7:0] cnt256_n;
	wire [15:0] ch1_in;
	wire [15:0] ch2_in;
	wire [15:0] ch1_out;
	wire [15:0] ch2_out;
	tdm_input tdmi (
		.mclk(mclk_in), 
		.cnt256_n(cnt256_n), 
		.tdm_in(tdm_in), 
		.ch1_out(ch1_in), 
		.ch2_out(ch2_in)
	);
	audio_clkgen clkgen (
		.mclk(mclk_in), 
		.cnt256_n(cnt256_n),
		.bclk(bclk), 
		.wclk(wclk) 
	);
	audio_processing dsp(
		.clk(mclk_in),
		.cnt256_n(cnt256_n),
		.ch1_in(ch1_in),
		.ch2_in(ch2_in),
		.ch1_out(ch1_out),
		.ch2_out(ch2_out)
	);
	tdm_output tdmo(
		.mclk(mclk_in),
		.cnt256_n(cnt256_n),
		.ch1_in(ch1_out),
		.ch2_in(ch2_out),
		.tdm_out(tdm_out)
	);
endmodule
</file>
<file path="design/flow/run.sh">
#!/bin/bash
# OpenROAD 26Q1-2900-gdf79404cd8, Yosys 0.63+post, stock flow scripts
make -C /OpenROAD-flow-scripts/flow DESIGN_CONFIG=/design/flow/config.mk WORK_HOME=/design/flow/orfs finish
</file>
<file path="design/flow/config.mk">
export PLATFORM = sky130hd
export DESIGN_NAME = top
export DESIGN_NICKNAME = top
export VERILOG_FILES = /design/flow/design.v
export SDC_FILE = /design/flow/constraint.sdc
export NUM_CORES = 4
export LEC_CHECK = 1
export CORE_UTILIZATION = 50
</file>
<file path="design/flow/constraint.sdc">
current_design top

set clk_period 5.4
set clk_io_pct 0.2

create_clock -name clk0 -period $clk_period [get_ports {mclk_in}]

set non_clock_inputs [all_inputs -no_clocks]
set_input_delay [expr $clk_period * $clk_io_pct] -clock clk0 $non_clock_inputs
set_output_delay [expr $clk_period * $clk_io_pct] -clock clk0 [all_outputs]
</file>
==> design notes <==
The flow ran to the end, and the final reports show no timing, DRC or antenna violations. The cell type contributing the most total cell area after synthesis is edfxtp_1. The final timing report derives a shortest allowable period of 2470 ps.

The required time at the worst endpoint is listed as 5440 ps. The run gives 12.5 microns for the average wire per standard cell. The total core area is 0.0109 sq mm, and the final setup violation count is 0.

Cell count in the Yosys report: 351. The largest voltage drop on the vdd net is 0.000306 V. The routed design ends up with an antenna cell count of 0. STA classifies the critical path endpoint as a flip-flop. Per the OpenROAD timing report, the critical path contains 4 cells.

The end of the worst register-to-register path is tdmi.ch1_out[11]. The tool flagged a number of max-cap violations equal to 0. Of the total power, combinational logic draws 0%. Clock latency at the later pin of the worst-skew pair: 410 ps. Post-cts resize count: 0. The count of nets left with antenna violations once routing finished came out at 0. In the setup report, the worst path falls into the class reg -> reg. The boundary pin count is 5, and the synthesized instance count is 351. Net switching is 18.1% of the power. The main area contributors are edfxtp_1 68%, dfxtp_1 14%, nand2_1 3.3%, mux2i_1 2.8%, inv_1 2.3%. Looking at the gate-level netlist, the highest instance count belongs to edfxtp_1.

Per the gpl log, the routability congestion estimate is 0.737. The run gives 67.5% for the area share of the largest cell type after synthesis. STA reports the tightest min-delay check as being of type reg -> reg. Per STA, the worst path accumulates the most delay in the family simple AND/OR/NAND/NOR gates.

The critical path in the final layout is reported with a setup slack of 2930 ps. The run gives 11300 microns for the global-route wire length before repair. The register with the most flip-flops in the layout has 64 of them. The run gives 34 for the maximum fanout along the worst path. Per the detail_route report, DRC violations left total 0.

The stage logs contain a warning count of 28. The run gives 0.00565 sq mm for the netlist area before placement. For the area of the synthesized netlist per yosys stat, the log shows 0.00565 sq mm. Summing internal, switching and leakage power gives 2.60 mW. The final layout reports a setup TNS of 0 ps. Setup slack of the worst register-to-register path: 2930 ps. With the number of input and output port buffers inserted at 4, the horizontal die dimension is 108 microns. Setup slack on the worst path after placement came out at 2940 ps. After layout, the setup clock skew is reported as 6.07 ps. According to the dpl log, the detail-placed design has an HPWL of 3320 microns. The worst register-to-register path has a depth of 4. The number of buffers inserted during clock tree synthesis was 17; the slew at the pin closest to its max-slew limit was 776 ps. The number of vias per cell after detailed routing was 4.79. Hold-check failures listed in the final report amount to 0. The worst reg2reg path startpoint is clkgen.r_cnt256_n[4]. Of the total power, the clock network draws 47.5%.

The post-synth tally of flip-flops with integrated enable came out at 127. The slowest stage cell on the critical path was and2_1. For the first-iteration detailed-routing DRC count, the log shows 115.

The cell sequence reported for the critical path is or4_4 -> nor3_4 -> buf_4 -> and2_1. Biggest cell delay along the critical path: 640 ps. The final count of pins violating max slew was 0.

The clock tree has to reach 167 sinks. With the tightest slew margin relative to the limit at 48.3%, the count of hold-fix buffers inserted at cts is 0. TritonCTS built the clock tree.

The switching component of the power was reported as 0.469 mW. Row generation in the floorplan step produced 38 rows. The buffer levels on the longest clock path was 2. Warnings reported by Yosys during synthesis add up to 12. The run gives 0 for the hold-critical path depth. On the reported timing paths, the clock transition at the registers reads 60 ps. The power report attributes to the sequential group a share of 52.5%. Of the cells placed in the final design, the portion with a size suffix greater than 1 is 11.1%. The run gives 14.4% for the layout overhead on the synthesized area. For the number of search-and-repair iterations in the first detailed-routing pass, the log shows 4.

Most used flip-flop cell after synthesis: edfxtp_1. In this run, synthesis produced a sequential element count of 167. Static timing analysis puts the maximum clock frequency at 0.405 GHz.

The CTS H-tree depth was 4. The via count of the first global-routing pass is 2451. Hold timing on the final database bottoms out at a slack of 401 ps.

Per the OpenROAD floorplan log, the height of the die is 108 microns. The total congestion overflow came out at 0. For this run, asynchronously set or reset flops after synthesis account for 0%.

Cell internal power was estimated by the tool at 2.13 mW. Before placement the cells fill 51.7% of the core. Total length of routed wires: 6450 microns.

The total routing resource utilization after global routing is 13.5%, and the overall die area is 0.0117 sq mm. The via count was 2476; the arrival time of data at the critical path endpoint was 2510 ps. The tools report the sequential area share after synthesis as 81.7%. By count the netlist is led by 127 x edfxtp_1, 49 x nand2_1, 40 x dfxtp_1. After synthesis, the netlist uses 27 different library cells.

Worst-case hold path end point: dsp.ch1_out[3]. The buffers plus inverters on the worst setup path was 1. Setup repair after global routing left no endpoint under its margin.

For the buffers inserted during post-CTS setup optimization, the log shows 0. The root buffer cell chosen for the clock tree is clkbuf_16. The worst setup path is launched from a flip-flop.

The post-layout period usage of the worst path works out to 45.7%. In this run the static leakage power is 2.36 nW. The startpoint of the most critical hold path was dsp.ch1_buf[3]. The number of antenna violations at the first check in global routing came out at 0.

The largest net degree at the start of global routing was 80; the mean instance size in the synthesized netlist was 16.1 sq um. The ratio of total power to cell area works out to 402 mW/mm^2.
area by class of cell:
cell class / instances / area, sq um
Sequential cell: 167 / 4610
Fill cell: 793 / 4470
Multi-Input combinational cell: 135 / 830
Clock buffer: 22 / 539
Tap cell: 140 / 175
Inverter: 34 / 128
Clock inverter: 10 / 101
Timing Repair Buffer: 9 / 77.6
power by group through the flow:
stage | logic (mW) | clock network [mW] | registers (mW)
finish | 0.000789 | 1.23 | 1.36
global route | 0.000825 | 1.32 | 1.36
CTS | 0.000770 | 1.27 | 1.36
worst register-to-register path, stage by stage, from the launching register on:
cell and delay, ps:
dfxtp_1 340, or4_4 570, nor3_4 110, buf_4 410, and2_1 660
kinds of logic after synthesis:
kind of cell,Yosys count,synth area share (%)
DFF,167,81.7
and+or+nand+nor,75,6.40
buffers and inverters,49,3.72
AOI/OAI and AO/OA,33,3.41
muxes,16,2.83
adders and majority gates,5,1.11
xor gates and xnor gates,5,0.775
other,1,0.0664
cells in the final DEF, fill, tap and decap left out, drive strengths merged, types with 2 or more instances in the layout:
master and count:
and2 2, and3 14, buf 5, clkbuf 22, clkdlybuf4s50 4, clkinv 6, dfxtp 40, edfxtp 127
ha 5, inv 37, mux2i 16, nand2 49, nor2 2, o21a 2, o21ai 14, o22ai 16
or3 2, or4 2, xor2 4
how the worst max path moves through the flow:
stage,slack (ps),to,from
after CTS,2920,tdmi.ch1_out[0],clkgen.r_cnt256_n[4]
after global routing,2790,tdmi.ch1_out[0],clkgen.r_cnt256_n[4]
final,2930,tdmi.ch1_out[11],clkgen.r_cnt256_n[4]
metal layers:
layer,vias up,global-route usage (%),part of all wire (%)
met3,7,7.12,8.3
li1,1274,-,-
met1,1136,25.4,52
met5,-,0,0
met4,0,2.03,1.2
met2,59,16.3,38
metrics by stage:
stage	utilization [%]	instance area, sq um	std cells
after detailed placement	53.3	5820	485
after floorplan	-	5650	351
after CTS	59.1	6460	517
after global placement	53.3	5820	485
final	59.1	6460	517
after global routing	59.1	6460	517
Power figures rest on the tool's default switching activity, not on a simulated workload.
