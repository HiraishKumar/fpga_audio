`run.sh`:
```
#!/bin/bash
# OpenROAD 26Q1-2900-gdf79404cd8, Yosys 0.63+post, stock flow scripts
make -C /OpenROAD-flow-scripts/flow DESIGN_CONFIG=/design/flow/config.mk WORK_HOME=/design/flow/orfs finish
```
`config.mk`:
```
export PLATFORM = sky130hd
export DESIGN_NAME = tdm_gen
export DESIGN_NICKNAME = tdm_gen
export VERILOG_FILES = /design/flow/design.v
export SDC_FILE = /design/flow/constraint.sdc
export NUM_CORES = 4
export LEC_CHECK = 1
export CORE_AREA = 10 10 70 70
export DIE_AREA = 0 0 80 80
```
`constraint.sdc`:
```
current_design tdm_gen

set clk_period 1.8
set clk_io_pct 0.2

create_clock -name clk0 -period $clk_period [get_ports {bclk}]

set non_clock_inputs [all_inputs -no_clocks]
set_input_delay [expr $clk_period * $clk_io_pct] -clock clk0 $non_clock_inputs
set_output_delay [expr $clk_period * $clk_io_pct] -clock clk0 [all_outputs]
```
`design.v`:
```
`timescale 1ns / 1ps
module tdm_gen(
    input bclk,      
    input wclk,      
    output tdm_out
);
    reg [1:0] wc_ff;
    reg [5:0] bclk_cnt;              
    parameter FIX_DATA = 32'hABCD0000;
    assign tdm_out = FIX_DATA[bclk_cnt[4:0]];
    always @(posedge bclk)begin
        wc_ff <= {wc_ff[0], wclk};   
    end
    always @(negedge bclk)begin
        if(wc_ff == 2'b01)           
            bclk_cnt <= 6'd62;       
		else begin
			bclk_cnt <= bclk_cnt - 6'd1;
		end
    end
endmodule
```
==> results_dict.tcl <==
# flow metrics
set metrics [dict create \
    outcome "complete, but fails checks" \
    violations "negative setup slack" \
    ys.flops 7 \
    vias_per_cell 2.505 \
    crit_chain "inv_2 > ha_2 > mux2i_1 > o211a_1 > buf_2" \
    tritoncts "built" \
    wirelength_um 482 \
    clock-sinks 7 \
    die-area_um2 6400 \
    grt_pass1_wl_um 966 \
    cts_buffers 3 \
    leakage_nw 0.2209 \
    ys_area_um2 296.5 \
    end_kind "output pin" \
    synthCells 28 \
    power.density_nw_per_um2 1361 \
    yosys_cells 28 \
    final_layout_size_suffix_gt1_share_pct 44.68 \
    r2r_slack_ns 0.16 \
    row_count 21 \
    die_y_um 80 \
    synth_warnings 1 \
    top_cells_by_area "dfxtp_1, ha_1, xnor2_1, nand2_1, nor3b_2" \
    htree_levels 1 \
    hold_depth 0 \
    critPathMaxFanout 3 \
    slew_viol_final 0 \
    p_total_mw 0.6658 \
    vdd.ir_drop.worst_mv 0.4764 \
    ctsHoldBuffers 0 \
    crit_buf_inv 2 \
    critPathMaxStageDelay_ns 0.32 \
    cts_buffer_depth 2 \
    path_clk_slew_ns 0.05 \
    drv_cap 0 \
    io_buffers 2 \
    synth.distinct_cells 12 \
    final_layout_top_logic_cells "buf_4, nand2_1, inv_1, dfxtp_1" \
    ctsRootBufferMaster "clkbuf_4" \
    worstRegToRegCells 2 \
    min_from "wc_ff[0]$_DFF_P_" \
    chipWidth_um 80 \
    ys_seq_share_pct 47.26 \
    top_cell_area_share_pct 47.26 \
    setup_slack_ns -0.6575 \
    ios 3 \
    track_usage_pct 1.715 \
    grt-ovfl-total 0 \
    yosys.area.top_type "dfxtp_1" \
    pre_cts_slack_ns -0.7813 \
    arrival_ns 2.10 \
    wl_per_cell_um 5.183 \
    layout_top_cell "buf_4" \
    r2r-start "wc_ff[1]$_DFF_P_" \
    skew_ns 0.05686 \
    rsz0062_at_grt "true" \
    core_area_um2 3416 \
    hold_path_class "reg2reg" \
    critPathKind "reg2out" \
    antenna_found_initial 0 \
    drtIter0Drc 4 \
    critical-path-top-delay-family "flip-flops" \
    postRouteAntennaNets 0 \
    grt_pass1_vias 283 \
    n_antenna_cell 0 \
    dpl-instance-area_um2 431.7 \
    syn_to_final_growth_pct 64.98 \
    initCoreUtil_pct 8.681 \
    utilization_pct 14.32 \
    grt_max_degree 6 \
    rr_endpoint "bclk_cnt[0]$_SDFF_NN0_" \
    setup_viol_count_final 1 \
    vias 233 \
    syn_avg_cell_area_um2 10.59 \
    hold_viol 0 \
    gp_congestion 0.7443 \
    required_ns 1.44 \
    final_area_um2 489.2 \
    syn_area_um2 296.5 \
    drc 0 \
    clk_latency_ns 0.30 \
    whs_ns 0.3558 \
    max-slew-margin-rel_pct 87.43 \
    timing.critical_path.from_type "flip-flop" \
    hpwlAfterDp_um 385.3 \
    tightest_slew_ns 0.1885 \
    tool_warnings 35 \
    hold_end "wc_ff[1]$_DFF_P_" \
    fillers 403 \
    crit_path_top_delay_cell "dfxtp_2" \
    first_pass_iters 2 \
]
## through the flow
stage	instances	setup TNS (ns)
2_1_floorplan	28	-0.2355
3_3_place_gp	83	-0.7381
3_5_place_dp	83	-0.7813
4_1_cts	93	-0.7011
5_1_grt	93	-0.7514
6_report	93	-0.6575
## power by group
part	total, mW	internal (mW)	leakage (nW)	switching, mW
clock	0.173	0.0991	0.0416	0.0739
sequential	0.235	0.200	0.0585	0.0346
combinational	0.258	0.165	0.121	0.0931
## flip-flops by register name, summed over array words and instances, names as in the netlist
register	flops
bclk_cnt	5
wc_ff	2
## worst register-to-register path, cell delays in order (launching register included)
cell      delay, ns
dfxtp_1        0.29
nand2b_1       0.21
and2_1         0.19
## timing repair
item | in CTS | in global routing
hold endpoints to repair | 0 | 0
pin swaps | 2 | 2
setup buffers | 2 | 0
endpoints found under the setup margin | 1 | 1
gates resized | 5 | 1
## cell usage after synthesis
master	instances
o211a_1	1
and2_1	1
inv_1	3
o211ai_1	1
dfxtp_1	7
mux2i_1	1
nor3b_2	1
ha_1	3
xnor2_1	3
nand2_1	5
nand2b_1	1
nor3_2	1
## how the worst max path moves through the flow
stage	cells past startpoint	end	slack (ns)	start
after CTS	5	tdm_out	-0.70	bclk_cnt[0]$_SDFF_NN0_
after global routing	5	tdm_out	-0.75	bclk_cnt[1]$_SDFF_NN1_
final	5	tdm_out	-0.66	bclk_cnt[1]$_SDFF_NN1_
## cell type report
| type | count | area (um^2) | area share (%) |
|---|---|---|---|
| repair buffers | 11 | 86.33 | 17.65 |
| flip-flops and latches | 7 | 142.6 | 29.16 |
| multi-input cells | 18 | 150.1 | 30.69 |
| clock inverters | 5 | 18.77 | 3.836 |
| well taps | 46 | 57.56 | 11.76 |
| clock buffers | 4 | 26.28 | 5.371 |
| inverters | 2 | 7.507 | 1.535 |
## layer usage
metal | routed length, um | track usage (%) | share of wire (%) | vias up
met4 | 0 | 0.8803 | 0 | 0
met5 | 0 | 0 | 0 | -
li1 | - | - | - | 128
met1 | 233 | 1.864 | 48 | 103
met2 | 225 | 2.809 | 47 | 2
met3 | 22 | 0.6818 | 4.6 | 0
## kinds of logic after synthesis
kind of cell	after synthesis	share of synthesized area [%]
simple gates	9	18.15
flops	7	47.26
xor+xnor	3	8.862
buf+inv	3	3.797
fa+ha+maj	3	12.66
compound gates	2	5.908
mux	1	3.376
Power is estimated from default activity; no workload was simulated.
